**design/flow/design.v**
```verilog
module length (
	input wire [31:0] op,
	output wire [5:0] op_length
);
assign op_length = (op[31:16] == 16'd0)? 
						(
							(op[15:8] == 8'd0)?
								(
									(op[7:4] == 4'd0)?
									(
										(op[3:2] == 2'd0)?
											(
												(op[1] == 1'd0)?op[0]:6'd2
											)
											:
											(
												(op[3] == 1'd0)?6'd3:6'd4
											)
									)
									:
									(
										(op[7:6] == 2'd0)?
											(
												(op[5] == 1'd0)?6'd5:6'd6
											)
											:
											(
												(op[7] == 1'd0)?6'd7:6'd8
											)
									)
								)
								:
								(
									(op[15:12] == 4'd0)?
									(
										(op[11:10] == 2'd0)?
											(
												(op[9] == 1'd0)?6'd9:6'd10
											)
											:
											(
												(op[11] == 1'd0)?6'd11:6'd12
											)
									)
									:
									(
										(op[15:14] == 2'd0)?
											(
												(op[13] == 1'd0)?6'd13:6'd14
											)
											:
											(
												(op[15] == 1'd0)?6'd15:6'd16
											)
									)
								) 
						)
						: 
						(
								(op[31:24] == 8'd0)?
								(
									(op[23:20] == 4'd0)?
									(
										(op[19:18] == 2'd0)?
											(
												(op[17] == 1'd0)?6'd17:6'd18
											)
											:
											(
												(op[19] == 1'd0)?6'd19:6'd20
											)
									)
									:
									(
										(op[23:22] == 2'd0)?
											(
												(op[21] == 1'd0)?6'd21:6'd22
											)
											:
											(
												(op[23] == 1'd0)?6'd23:6'd24
											)
									)
								)
								:
								(
									(op[31:28] == 4'd0)?
									(
										(op[27:26] == 2'd0)?
											(
												(op[25] == 1'd0)?6'd25:6'd26
											)
											:
											(
												(op[27] == 1'd0)?6'd27:6'd28
											)
									)
									:
									(
										(op[31:30] == 2'd0)?
											(
												(op[29] == 1'd0)?6'd29:6'd30
											)
											:
											(
												(op[31] == 1'd0)?6'd31:6'd32
											)
									)
								) 
						) ;
endmodule
module top(
		input wire [31:0] opa,
		input wire [31:0] opb,
		input wire start,
		input wire rst,
		input wire clk,
		output done,
		output [31:0] result
);
reg [2:0] current_state;
reg [2:0] next_state;
reg [31:0] regopa;
reg [31:0] regopb;
reg [31:0] result;
reg done;
reg [5:0] length_diff_reg;
wire [5:0] length_opa;
wire [5:0] length_opb;
wire [5:0] length_diff;
wire [31:0] length_in_opa;
wire [31:0] length_in_opb;
parameter IDLE = 3'd0;
parameter INPUT = 3'd1;
parameter ADJUDICATE = 3'd2;
parameter CAMP_SWITCH = 3'd3;
parameter ALIGN = 3'd4;
parameter ABSOLUTE = 3'd5;
parameter OUTPUT = 3'd6;
parameter ZEROS = 32'd0;
parameter ZEROS_C = 7'b0; 
always @(posedge clk or negedge rst) begin : proc_current_state
	if(~rst) begin
		current_state <= IDLE;
	end else begin
		current_state <= next_state ;
	end
end
always @ * begin : proc_next_state
	case (current_state)
		IDLE:begin 
			if(start == 1) 
				next_state <= INPUT;
			else 
				next_state <= IDLE;			
		end
		INPUT:next_state <= ADJUDICATE;
		ADJUDICATE:begin 
			if(regopa == regopb || regopa == 0 || regopb == 0) begin
				next_state <= OUTPUT;
			end
			else begin 
				next_state <= CAMP_SWITCH;
			end
		end
		CAMP_SWITCH:next_state <= ALIGN;
		ALIGN:next_state <= ABSOLUTE;
		ABSOLUTE:next_state <= ADJUDICATE;
		OUTPUT:begin 
			if(start == 1) 
				next_state <= INPUT;
			else 
				next_state <= IDLE;
		end
		default : next_state <= IDLE;
	endcase
end
always @(posedge clk or negedge rst) begin : proc_regopa
	if(~rst) begin
		regopa <= ZEROS;
	end else begin
		case (next_state)
			IDLE:regopa <= ZEROS;
			INPUT:regopa <= opa;
			ADJUDICATE:regopa <= regopa;
			CAMP_SWITCH:begin 
				if(regopa < regopb) begin
					regopa <= regopb;
				end
				else begin 
					regopa <= regopa;
				end
			end
			ALIGN:regopa <= regopa;
			ABSOLUTE:begin 
				if (regopa >= regopb ) begin 
					regopa <= regopa - regopb;
				end
				else begin 
					regopa <= regopb - regopa;
				end
			end		
			default :regopa <= regopa;
		endcase		
	end
end
always @(posedge clk or negedge rst) begin : proc_regopb
	if(~rst) begin
		regopb <= ZEROS;
	end else begin
		case (next_state)
			IDLE:regopb <= ZEROS;
			INPUT:regopb <= opb;
			ADJUDICATE:regopb <= regopb;
			CAMP_SWITCH:begin 
				if(regopa < regopb) begin
					regopb <= regopa <<< length_diff;
				end
				else begin 
					regopb <= regopb <<< length_diff;
				end
			end
			ALIGN:regopb <= regopb ;
			ABSOLUTE:regopb <= regopb >>> length_diff_reg;
			default:regopb <= regopb;
		endcase		
	end
end
assign length_in_opa = regopa;
assign length_in_opb = regopb;
length cal_opa_length(.op(length_in_opa), .op_length(length_opa));
length cal_opp_length(.op(length_in_opb), .op_length(length_opb));
assign length_diff = (length_opa >= length_opb)? (length_opa - length_opb):(length_opb - length_opa);
always @(posedge clk or negedge rst) begin : proc_length_diff_reg
	if(~rst) begin
		length_diff_reg <= 0;
	end else begin
		case (next_state)
			CAMP_SWITCH:begin 
				length_diff_reg <= length_diff;
			end
			default : length_diff_reg <= length_diff_reg;
		endcase
	end
end
always @(posedge clk or negedge rst) begin : proc_result
	if(~rst) begin
		result <= ZEROS;
	end else begin
		case (next_state)
			OUTPUT:begin 
				if(regopa == regopb) begin 
					result <= regopa ;
				end
				else if (regopa == 0 ) begin
					result <=  regopb ;
				end
				else begin 
					result <= regopa ;
				end
			end
			default : begin 
				result <= result;
			end
		endcase
	end
end
always @(posedge clk or negedge rst) begin : proc_done
	if(~rst) begin
		done <= 1'b0;
	end else begin
		case (next_state)
			OUTPUT: begin 
				done <= 1'b1;
			end
			default : done <= 1'b0;
		endcase
	end
end
endmodule  
```
**design/flow/run.sh**
```bash
#!/bin/bash
# OpenROAD 26Q1-2900-gdf79404cd8, Yosys 0.63+post, stock flow scripts
make -C /OpenROAD-flow-scripts/flow DESIGN_CONFIG=/design/flow/config.mk WORK_HOME=/design/flow/orfs finish
```
**design/flow/config.mk**
```make
export PLATFORM = sky130hd
export DESIGN_NAME = top
export DESIGN_NICKNAME = top
export VERILOG_FILES = /design/flow/design.v
export SDC_FILE = /design/flow/constraint.sdc
export NUM_CORES = 4
export LEC_CHECK = 1
export CORE_UTILIZATION = 40
```
**design/flow/constraint.sdc**
```tcl
current_design top

set clk_period 13.0
set clk_io_pct 0.2

create_clock -name clk0 -period $clk_period [get_ports {clk}]

set non_clock_inputs [all_inputs -no_clocks]
set_input_delay [expr $clk_period * $clk_io_pct] -clock clk0 $non_clock_inputs
set_output_delay [expr $clk_period * $clk_io_pct] -clock clk0 [all_outputs]
```
==> flow_summary.html <==
<p>Metrics extracted from the flow reports.</p>
<table>
<tr><th>Metric</th><th>Value</th></tr>
<tr><th colspan="2">Route</th></tr>
<tr><td>Antenna cells</td><td>0</td></tr>
<tr><td>Post-Route WL</td><td>57600 um</td></tr>
<tr><td>DR iter-0 viols</td><td>1450</td></tr>
<tr><td>Per-cell routed wire length</td><td>27.22 um</td></tr>
<tr><td>Final antenna-violating net count</td><td>0</td></tr>
<tr><td>Post-detailed-route via-to-cell ratio</td><td>6.521</td></tr>
<tr><td>DRC Markers</td><td>0</td></tr>
<tr><td>DR vias</td><td>13800</td></tr>
<tr><td>TritonRoute pass-1 iters</td><td>6</td></tr>
<tr><th colspan="2">Critical path</th></tr>
<tr><td>Peak per-stage delay on the critical path</td><td>700 ps</td></tr>
<tr><td>Setup slack of the most critical reg-to-reg path</td><td>6500 ps</td></tr>
<tr><td>R2R cell count</td><td>17</td></tr>
<tr><td>Critical path peak fanout</td><td>38</td></tr>
<tr><td>Crit Path Class</td><td>flop to flop</td></tr>
<tr><td>Arrival time at the worst endpoint</td><td>6740 ps</td></tr>
<tr><td>Crit path max-delay family</td><td>AND-OR/OR-AND gates</td></tr>
<tr><td>Worst Setup End Kind</td><td>flop</td></tr>
<tr><td>Critical Path Start Type</td><td>flop</td></tr>
<tr><td>Reg2Reg Capture Point</td><td>regopb[24]$_DFFE_PN0P_</td></tr>
<tr><td>Cell with the largest stage delay on the worst path</td><td>or4b_2</td></tr>
<tr><td>Critical path cell sequence</td><td>nor3_1 -&gt; nand3_1 -&gt; or4b_2 -&gt; o21ai_0 -&gt; inv_1 -&gt; fa_1 -&gt; a21o_1 -&gt; a21oi_1 -&gt; a31oi_1 -&gt; mux2i_1 -&gt; xor2_4 -&gt; buf_4 -&gt; mux4_2 -&gt; mux2i_1 -&gt; nor2_1 -&gt; a2111oi_1 -&gt; o21ai_1</td></tr>
<tr><td>Critical R2R Launch</td><td>regopb[24]$_DFFE_PN0P_</td></tr>
<tr><td>Dominant cell type by count on the critical path</td><td>mux2i_1</td></tr>
<tr><td>Critical Path RT</td><td>13250 ps</td></tr>
<tr><td>Number of buffers and inverters on the critical path</td><td>2</td></tr>
<tr><th colspan="2">Clock network</th></tr>
<tr><td>Post-CTS Resized</td><td>0</td></tr>
<tr><td>Cts bufs inserted</td><td>9</td></tr>
<tr><td>Number of clock sinks</td><td>110</td></tr>
<tr><td>H-Tree Level Count</td><td>3</td></tr>
<tr><td>Clock latency (worst-skew pair)</td><td>380 ps</td></tr>
<tr><td>Number of buffers inserted to repair setup after CTS</td><td>0</td></tr>
<tr><td>TritonCTS clock tree</td><td>built</td></tr>
<tr><td>Total of hold buffers inserted after clock tree synthesis</td><td>0</td></tr>
<tr><td>CTS max path bufs</td><td>2</td></tr>
<tr><td>Clock input transition at the sequential cells of the worst setup and hold paths</td><td>90 ps</td></tr>
<tr><td>Root buffer cell</td><td>clkbuf_16</td></tr>
<tr><th colspan="2">Cells and area</th></tr>
<tr><td>Total non-filler cell area in the finished layout</td><td>14950 um^2</td></tr>
<tr><td>Fraction of layout cells with a size suffix above 1</td><td>10.81%</td></tr>
<tr><td>Final core utilization</td><td>45.83%</td></tr>
<tr><td>Synth-to-Final Area Change</td><td>12.55%</td></tr>
<tr><td>Fill cell count</td><td>3310</td></tr>
<tr><td>Largest regs</td><td>regopa (32), regopb (32), result (32)</td></tr>
<tr><th colspan="2">Synth</th></tr>
<tr><td>Count of flip-flops with a built-in enable after synthesis</td><td>0</td></tr>
<tr><td>Synth Area per Inst</td><td>8.001 um^2</td></tr>
<tr><td>Top flip-flop cell by instance count after synthesis</td><td>dfrtp_1</td></tr>
<tr><td>Chip area line of the yosys report</td><td>13280 um^2</td></tr>
<tr><td>Total number of yosys warnings</td><td>1</td></tr>
<tr><td>Post-Synthesis Cells</td><td>1660</td></tr>
<tr><td>Cell area after synthesis</td><td>13280 um^2</td></tr>
<tr><td>Sequential cell area fraction in the yosys report</td><td>20.73%</td></tr>
<tr><td>Number of cell instances after yosys synthesis</td><td>1660</td></tr>
<tr><td>Count of distinct cell types in the synthesized netlist</td><td>90</td></tr>
<tr><td>Share of flip-flops with an asynchronous set or reset after synthesis</td><td>100.0%</td></tr>
<tr><td>Number of flip-flops and latches in the synthesized netlist</td><td>110</td></tr>
<tr><th colspan="2">Timing</th></tr>
<tr><td>Max-slew violation count</td><td>0</td></tr>
<tr><td>Hold violation total from the final report</td><td>0</td></tr>
<tr><td>Worst relative slew slack</td><td>46.21%</td></tr>
<tr><td>Setup TNS Final</td><td>0 ps</td></tr>
<tr><td>Tcrit/Tclk final</td><td>49.98%</td></tr>
<tr><td>Slew at the pin closest to its max-slew limit</td><td>802.4 ps</td></tr>
<tr><td>Setup repair after global routing missed its margin</td><td>no</td></tr>
<tr><td>Final number of setup-violating endpoints</td><td>0</td></tr>
<tr><td>FMAX</td><td>153.9 MHz</td></tr>
<tr><td>Min Clock Period, post-route</td><td>6497 ps</td></tr>
<tr><td>Maximum clock skew at final layout</td><td>14.21 ps</td></tr>
<tr><th colspan="2">Run</th></tr>
<tr><td>Reported max-cap violation count</td><td>0</td></tr>
<tr><td>Tool Warnings</td><td>61</td></tr>
<tr><th colspan="2">Global routing</th></tr>
<tr><td>Initial antenna violation count</td><td>2</td></tr>
<tr><td>First-pass GRT wire length</td><td>86410 um</td></tr>
<tr><td>Total routing usage reported by global routing</td><td>35.63%</td></tr>
<tr><td>Global route overflow</td><td>0</td></tr>
<tr><td>Largest net degree at the start of global routing</td><td>66</td></tr>
<tr><td>Vias in the first global route</td><td>13250</td></tr>
<tr><th colspan="2">Floorplanning</th></tr>
<tr><td>Pre-Place Util</td><td>40.72%</td></tr>
<tr><td>Chip Footprint</td><td>33940 um^2</td></tr>
<tr><td>Number of cell rows</td><td>66</td></tr>
<tr><td>Core outline area</td><td>32620 um^2</td></tr>
<tr><td>Die span in y</td><td>184.2 um</td></tr>
<tr><td>Count of boundary I/O pins</td><td>100</td></tr>
<tr><td>Die Wd</td><td>184.2 um</td></tr>
<tr><th colspan="2">Place</th></tr>
<tr><td>I/O Buffers</td><td>99</td></tr>
<tr><td>Half-perimeter wire length after placement</td><td>44060 um</td></tr>
<tr><td>Area of placed instances</td><td>14650 um^2</td></tr>
<tr><td>Global placer's final weighted congestion</td><td>1.004</td></tr>
<tr><th colspan="2">Run status</th></tr>
<tr><td>Result of the run</td><td>finished clean</td></tr>
<tr><th colspan="2">Min path</th></tr>
<tr><td>Startpoint of the tightest hold check path</td><td>current_state[6]$_DFF_PN0_</td></tr>
<tr><td>Min-delay worst type</td><td>flop to flop</td></tr>
<tr><td>WHS Path Cells</td><td>0</td></tr>
<tr><td>Destination of the worst hold path</td><td>current_state[1]$_DFF_PN0_</td></tr>
</table>
## worst max path at each step
stage | startpoint | to | slack (ps) | depth (start not counted)
after CTS | regopb[25]$_DFFE_PN0P_ | regopb[24]$_DFFE_PN0P_ | 6630 | 17
after global routing | regopb[25]$_DFFE_PN0P_ | regopb[12]$_DFFE_PN0P_ | 6200 | 17
final | regopb[24]$_DFFE_PN0P_ | regopb[24]$_DFFE_PN0P_ | 6500 | 17
## Yosys cell counts, drive strengths merged, types with 17 or more instances
cell type | instances | area, um^2
mux4 | 60 | 1359
a22oi | 29 | 217.7
nand3 | 18 | 90.09
nand4 | 26 | 168.9
buf | 38 | 195.2
ha | 74 | 925.9
o211ai | 19 | 142.6
a21o | 24 | 187.7
o22ai | 20 | 131.4
a21oi | 155 | 775.7
o221ai | 28 | 251.5
inv | 104 | 390.4
nand2 | 188 | 705.7
xnor2 | 19 | 173.9
clkbuf | 111 | 416.7
a221oi | 17 | 155.1
nor3 | 46 | 235.2
o21ai | 113 | 565.5
a211oi | 30 | 235.2
nor2 | 135 | 530.5
mux2 | 20 | 225.2
mux2i | 88 | 880.8
dfrtp | 109 | 2728
## worst register-to-register path: cells and delay by family (launching register included)
kind	cells	cell delay [ps]
XOR/XNOR	1	160
AND-OR/OR-AND	6	1660
buffers and inverters	2	650
adder cells (fa/ha/maj)	1	450
multiplexers	3	1520
flip-flops	1	590
AND/OR/NAND/NOR	4	1350
## layout make-up
type                    instances  area, um^2  share of cell area, %
flip-flops and latches        110        2755                  18.43
clock buffers                   9       225.2                  1.507
inverters                     106       397.9                  2.662
multi-input cells            1295        9590                  64.16
clock inverters                 7       77.57                 0.5190
repair buffers                147        1349                  9.023
well taps                     442       553.0                  3.700
## layout by cell type (no fill, tap or decap), types with 9 or more instances in the layout
master           Yosys  layout
a222oi_1            16      16
o21ai_0            103     103
o22ai_1             19      19
a221oi_1            16      16
buf_4                1      49
ha_1                74      74
nor3_1              45      44
o211ai_1            19      19
nand4_1             25      25
a31oi_1             10      10
a211oi_1            28      28
xnor2_1             18      18
o21ai_1             10       9
inv_1              103     103
mux2i_1             88      87
o21bai_1            14      14
a22oi_1             29      29
a21o_1              23      23
o221ai_1            27      27
dfrtp_1            109     108
nand3_1             18      18
clkbuf_16            0       9
clkdlybuf4s50_1      0      98
xor2_1              11      10
a21oi_1            155     155
nand2_1            188     188
mux2_2              20      20
mux4_2              58      58
a221o_1              9       9
nor2_1             133     127
## per-stage QoR
step	worst slack, ps	hold WS [ps]	cells
global placement	6693	373.8	2100
CTS	6633	395.6	2116
finish	6503	395.5	2116
detailed placement	6674	376.6	2100
global route	6198	411.4	2116
floorplan	7822	367.2	1660
## metal layers
| metal | up-vias | track usage, % | share of wire (%) | wire length [um] |
|---|---|---|---|---|
| met1 | 6750 | 52.26 | 43 | 24690 |
| li1 | 6207 | - | - | - |
| met4 | 2 | 6.200 | 2.2 | 1272 |
| met3 | 89 | 10.54 | 11 | 6138 |
| met5 | - | 0 | 0.019 | 11 |
| met2 | 751 | 53.58 | 44 | 25480 |
## logic make-up (layout without fill, tap and decap cells)
logic type | after synthesis | after routing | share of synthesized area, %
adder cells (fa/ha/maj) | 78 | 78 | 7.574
flip-flops | 110 | 110 | 20.73
XOR/XNOR | 30 | 30 | 2.035
multiplexers | 168 | 168 | 18.56
buffers and inverters | 255 | 269 | 7.602
AND/OR/NAND/NOR | 471 | 471 | 16.04
AND-OR/OR-AND | 548 | 548 | 27.45
